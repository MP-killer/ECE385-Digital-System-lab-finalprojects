==> /design/flow/design.v <==
module counter(input Reset, clk, eat_mushroom,
					output can_eat,
					output[29:0] Q);
always_ff @ (posedge Reset or posedge clk ) begin
	if(Reset) begin
		Q <= 0;
		can_eat <= 0;
	end
	else if (eat_mushroom) begin
		Q <= 0;
		can_eat <= 1;
	end
	else begin
		Q++;
		if (Q == 400000000) begin
			can_eat <= 0;
		end
	end
end
endmodule
==> /design/flow/run.sh <==
#!/bin/bash
# OpenROAD 26Q1-2900-gdf79404cd8, Yosys 0.63+post, stock flow scripts
make -C /OpenROAD-flow-scripts/flow DESIGN_CONFIG=/design/flow/config.mk WORK_HOME=/design/flow/orfs finish
==> /design/flow/config.mk <==
export PLATFORM = sky130hd
export DESIGN_NAME = counter
export DESIGN_NICKNAME = counter
export VERILOG_FILES = /design/flow/design.v
export SDC_FILE = /design/flow/constraint.sdc
export NUM_CORES = 4
export LEC_CHECK = 1
export CORE_UTILIZATION = 30
==> /design/flow/constraint.sdc <==
current_design counter

set clk_period 4.9
set clk_io_pct 0.2

create_clock -name clk0 -period $clk_period [get_ports {clk}]

set non_clock_inputs [all_inputs -no_clocks]
set_input_delay [expr $clk_period * $clk_io_pct] -clock clk0 $non_clock_inputs
set_output_delay [expr $clk_period * $clk_io_pct] -clock clk0 [all_outputs]
==> run_results.csv <==
group,metric,value,unit
status,outcome,"finished, final reports clean",
cts,cts.sinks,31,
worst_hold_path,hold_path_class,"register to register",
place,io_buffers,33,
die,num_io_pins,34,
global_route,grtUsageTotal,16.0,%
worst_setup_path,critical-path-top-delay-family,"simple AND/OR/NAND/NOR gates",
sta,hold_violations,0,
power,p_sw,0.115,mW
yosys,syn_area,0.00207,sq mm
die,die_h,85.2,microns
power,p_sw_share,22.5,%
drt,drt_iter0_markers,183,
drt,antenna_cells,0,
power,powerDensity,201,mW/mm^2
place,place_area,0.00244,sq mm
power,p_int,0.396,mW
worst_setup_path,rr_startpoint,"Q[0]",
yosys,ys.flops,31,
drt,drt_wl_total,5310,microns
yosys,edf_count,0,
power,comb_power_share,4.5,%
yosys,ys_seq_share,37.4,%
place,gp_congestion,0.864,
drt,dr_total_vias,1829,
worst_hold_path,hold_end,"Q[0]",
worst_setup_path,end_kind,"register",
global_route,grt_max_degree,32,
cts,cts_max_level,2,
worst_setup_path,reg2reg_depth,7,
yosys,syn_inst,222,
sta,max_slew_margin,57.0,%
yosys,yosys_area,0.00207,sq mm
worst_setup_path,crit_chain,"ha_1 -> and4_1 -> nand4_1 -> nor4_1 -> o22ai_1 -> nor4_1 -> a31oi_1",
worst_setup_path,crit_arrival,2680,ps
cts,clockBufferDepth,2,
global_route,grt_antenna_before_repair,0,
drt,drc_errors,0,
die,core_area,0.00649,sq mm
global_route,grt_pass1_wl,8960,microns
yosys,topCombFamilyByArea,"simple AND/OR/NAND/NOR gates",
sta,period_used_share,51.4,%
final_layout,areaGrowthSynthToFinish,22.4,%
yosys,ys_sh_adder,1.21,%
yosys,ys_types,58,
sta,rsz0062_at_grt,"false",
sta,max_freq,397,MHz
job,warnings,26,
power,p_leak,0.947,nW
drt,routed_via_density,5.58,
worst_setup_path,critical_path_class,"register to register",
cts,cts-buffers-inserted,5,
power,clockPowerShare,44.2,%
sta,tightestPinTransition,643,ps
global_route,grt_pass1_vias,1681,
drt,route.antenna.remaining_nets,0,
die,rows,29,
drt,wl_per_cell,16.2,microns
power,p_total,0.511,mW
job,drv_cap,0,
worst_setup_path,max_stage_delay,450,ps
worst_setup_path,crit_buf_inv,0,
worst_setup_path,r2r_end,"can_eat",
worst_hold_path,hold_path_depth,1,
worst_hold_path,min_from,"Q[0]",
cts,clk_latency,290,ps
sta,finClkSkew,8.34,ps
yosys,ys.flop_type,"dfrtp_1",
die,die-width,85.2,microns
drt,first_pass_iters,4,
sta,fin_crit,2520,ps
place,hpwlAfterDp,3780,microns
worst_setup_path,crit_fanout,8,
global_route,overflow,0,
final_layout,fin_area,0.00254,sq mm
yosys,async_reset_ff_share,100,%
yosys,synthMuxAreaShare,1.03,%
die,initCoreUtil,31.9,%
power,power_frac_seq,51.3,%
yosys,ys_sh_aoi,13.5,%
sta,finalSetupViolCount,0,
worst_setup_path,critical_path.startpoint,"Q[0]",
final_layout,final_layout_size_suffix_gt1_share,12.7,%
yosys,yosys.area_share.simple,33.7,%
yosys,synth_stat.cells,222,
yosys,synth.avg_cell_area,9.34,sq um
worst_setup_path,cpMaxStageDelayCell,"dfrtp_1",
worst_setup_path,crit_path_start_kind,"register",
cts,clockRootBuffer,"clkbuf_8",
die,dieArea,0.00725,sq mm
cts,cts_setup_buffers,0,
power,peakVddDrop,70.6,uV
worst_setup_path,reg2reg_slack,2380,ps
sta,drv_slew,0,
cts,cts_tree,"built",
sta,tns,0,ps
yosys,synth_warnings,7,
yosys,xor_share,8.87,%
worst_setup_path,crit_required,5070,ps
cts,cts_hold_buf,0,
worst_setup_path,cpMostUsedCell,"nor4_1",
cts,clk_pin_slew_worst_paths,70,ps
cts,cts_resized,0,
[cell usage after synthesis, types with 5 or more instances]
master / n / share of area, %
nor2_1: 29 / 5.2
xor2_1: 12 / 5.1
buf_2: 5 / 1.2
dfrtp_1: 31 / 37
nor3_1: 5 / 1.2
clkbuf_1: 5 / 0.90
nand2_1: 12 / 2.2
nand4_1: 15 / 4.5
nand3_1: 11 / 2.7
a21oi_1: 6 / 1.4
and3_1: 5 / 1.5
o21ai_0: 5 / 1.2
nor4_1: 7 / 2.1
xnor2_1: 9 / 3.8
[cell usage in the layout (no fill, tap or decap), types with 3 or more instances in the layout]
cell type / Yosys / routed
xor2_1: 12 / 12
nand3_2: 3 / 3
nor2b_1: 4 / 4
dfrtp_1: 31 / 31
inv_1: 3 / 3
o21ba_2: 4 / 4
clkbuf_8: 0 / 7
a21oi_1: 6 / 6
and3_1: 5 / 5
and4_1: 3 / 3
nor2_1: 29 / 29
xnor2_1: 9 / 9
nand4_1: 15 / 15
nor4_1: 7 / 7
clkdlybuf4s50_1: 0 / 33
nand3_1: 11 / 11
o21ai_0: 5 / 5
o211ai_1: 3 / 3
nor3_1: 5 / 5
nand2_1: 12 / 12
[layer usage]
metal / track usage, % / wire (microns)
met5: 0 / 0
met4: 1.69 / 68
met3: 2.57 / 251
met2: 24.2 / 2490
met1: 25.5 / 2500
[cell families (layout without fill, tap and decap cells)]
group                    Yosys count  after routing
AND/OR/NAND/NOR                  115            115
AND-OR/OR-AND                     34             34
flip-flops                        31             31
XOR/XNOR                          21             21
buffers and inverters             17             46
adder cells (fa/ha/maj)            2              2
multiplexers                       2              2
[registers in the layout, summed over array words and instances, names as in the netlist]
name / cells
Q: 30
can_eat: 1
[worst max path at each step]
stage | end | slack [ps] | cells after the start
after global routing | can_eat | 2150 | 7
final | can_eat | 2380 | 7
after CTS | can_eat | 2400 | 7
[through the flow]
step | setup WS, ps | utilization, % | std cells | hold WS (ps)
3_5_place_dp | 2400 | 37.5 | 320 | 547
2_1_floorplan | 2740 | - | 222 | 480
5_1_grt | 2150 | 39.1 | 328 | 613
3_3_place_gp | 2470 | 37.5 | 320 | 521
4_1_cts | 2400 | 39.1 | 328 | 557
6_report | 2380 | 39.1 | 328 | 555
[power groups by stage]
stage,Sequential [mW],Clock [mW],Combinational (mW)
5_1_grt,0.262,0.243,0.0261
6_report,0.262,0.226,0.0231
4_1_cts,0.262,0.231,0.0239
[area by class of cell]
type / instances / area (sq um)
Fill cell: 639 / 3960
Timing Repair Buffer: 35 / 345
Multi-Input combinational cell: 174 / 1210
Inverter: 3 / 11.3
Tap cell: 77 / 96.3
Sequential cell: 31 / 776
Clock buffer: 8 / 100
Power and IR drop assume default switching activity.
