--- ./design.v ---
module eat(input Reset, clk,
			  input can_eat,
			  input [9:0] BallX, BallY, blinkyX, blinkyY, pinkyX, pinkyY, inkyX, inkyY, clydeX, clydeY,
			  output eaten,
			  output [8:0] eaten_score,
			  output blinky_eaten,
			  output pinky_eaten, inky_eaten, clyde_eaten,
			  output [1:0] life);
	always_ff @ (posedge Reset or posedge clk ) begin
		if (Reset) begin
			life <= 2'b10;
			eaten <= 1'b0;
			eaten_score <= 0;
			blinky_eaten <= 1'b0;
			pinky_eaten <= 1'b0;
			inky_eaten <= 1'b0;
			clyde_eaten <= 1'b0;
			end
		else begin
			if (can_eat)begin
				if(((BallX - blinkyX < 16 || blinkyX - BallX < 16) && (BallY - blinkyY < 15 || blinkyY - BallY < 15))
				||  ((BallY - blinkyY< 16 || blinkyY - BallY < 16) && (BallX - blinkyX < 15 || blinkyX - BallX < 15))) begin
					blinky_eaten <= 1'b1;
					eaten_score <= eaten_score + 10;
				end
				else if(((BallX - pinkyX < 16 || pinkyX - BallX < 16) && (BallY - pinkyY < 15 || pinkyY - BallY < 15))
				||  ((BallY - pinkyY< 16 || pinkyY - BallY < 16) && (BallX - pinkyX < 15 || pinkyX - BallX < 15)))begin
					pinky_eaten <= 1'b1;
					eaten_score <= eaten_score + 10;
				end
				else if(((BallX - inkyX < 16 || inkyX - BallX < 16) && (BallY - inkyY < 15 || inkyY - BallY < 15))
				||  ((BallY - inkyY< 16 || inkyY - BallY < 16) && (BallX - inkyX < 15 || inkyX - BallX < 15)))begin
					inky_eaten <= 1'b1;
					eaten_score <= eaten_score + 10;
				end
				else if(((BallX - clydeX < 16 || clydeX - BallX < 16) && (BallY - clydeY < 15 || clydeY - BallY < 15))
				||  ((BallY - clydeY< 16 || clydeY - BallY < 16) && (BallX - clydeX < 15 || clydeX - BallX < 15))) begin
					clyde_eaten <= 1'b1;
					eaten_score <= eaten_score + 10;
				end
				else begin
					blinky_eaten <= 1'b0;
					pinky_eaten <= 1'b0;
					inky_eaten <= 1'b0;
					clyde_eaten <= 1'b0;
				end
			end
			else begin
				if(((BallX - blinkyX < 16 || blinkyX - BallX < 16) && (BallY - blinkyY < 15 || blinkyY - BallY < 15))
				||  ((BallY - blinkyY< 16 || blinkyY - BallY < 16) && (BallX - blinkyX < 15 || blinkyX - BallX < 15)))
					eaten <= 1'b1;
				else if(((BallX - pinkyX < 16 || pinkyX - BallX < 16) && (BallY - pinkyY < 15 || pinkyY - BallY < 15))
				||  ((BallY - pinkyY< 16 || pinkyY - BallY < 16) && (BallX - pinkyX < 15 || pinkyX - BallX < 15)))
					eaten <= 1'b1;
				else if(((BallX - inkyX < 16 || inkyX - BallX < 16) && (BallY - inkyY < 15 || inkyY - BallY < 15))
				||  ((BallY - inkyY< 16 || inkyY - BallY < 16) && (BallX - inkyX < 15 || inkyX - BallX < 15)))
					eaten <= 1'b1;
				else if(((BallX - clydeX < 16 || clydeX - BallX < 16) && (BallY - clydeY < 15 || clydeY - BallY < 15))
				||  ((BallY - clydeY< 16 || clydeY - BallY < 16) && (BallX - clydeX < 15 || clydeX - BallX < 15)))
					eaten <= 1'b1;
				else
					eaten <= 1'b0;
				if (eaten)
					life--;
			end
		end
	end
endmodule
--- ./run.sh ---
#!/bin/bash
# OpenROAD 26Q1-2900-gdf79404cd8, Yosys 0.63+post, stock flow scripts
make -C /OpenROAD-flow-scripts/flow DESIGN_CONFIG=/design/flow/config.mk WORK_HOME=/design/flow/orfs finish
--- ./config.mk ---
export PLATFORM = sky130hd
export DESIGN_NAME = eat
export DESIGN_NICKNAME = eat
export VERILOG_FILES = /design/flow/design.v
export SDC_FILE = /design/flow/constraint.sdc
export NUM_CORES = 4
export LEC_CHECK = 1
export CORE_UTILIZATION = 40
--- ./constraint.sdc ---
current_design eat

set clk_period 2.8
set clk_io_pct 0.2

create_clock -name clk0 -period $clk_period [get_ports {clk}]

set non_clock_inputs [all_inputs -no_clocks]
set_input_delay [expr $clk_period * $clk_io_pct] -clock clk0 $non_clock_inputs
set_output_delay [expr $clk_period * $clk_io_pct] -clock clk0 [all_outputs]
==> flow report <==
FINAL LAYOUT
--------------------------------------------------------------------------------------------------
Layout-stage area growth over the synthesis result ..................................       62.84%
Number of filler cells placed in the layout .........................................         1775
Layout cells sized above 1 ..........................................................       0.3690
Top library cells by usage in the layout, fill and taps aside ....................... 368 x sky130_fd_sc_hd__buf_4, 138 x sky130_fd_sc_hd__inv_1, 116 x sky130_fd_sc_hd__ha_1, 92 x sky130_fd_sc_hd__a21oi_1, 67 x sky130_fd_sc_hd__clkdlybuf4s50_1
Most instantiated logic cell after routing .......................................... sky130_fd_sc_hd__buf_4

YOSYS
--------------------------------------------------------------------------------------------------
Yosys Instances .....................................................................         1234
Yosys top cell area share ...........................................................       0.2382
Post-synth top area cell ............................................................ sky130_fd_sc_hd__ha_1
Post-synthesis async set-or-reset flop share ........................................        1.000
Yosys Warn Count ....................................................................           26
Sequential area share after synthesis ...............................................      0.04242
Yosys synthesis chip area ...........................................................   8879 sq um
Avg Synthesized Cell Area ...........................................................  7.195 sq um
Synthesized instance count ..........................................................         1234
Number of storage elements in the synthesis netlist .................................           15
Post-synth EDFFs ....................................................................            0
Commonest flop ...................................................................... sky130_fd_sc_hd__dfrtp_1
Cell area after synthesis ...........................................................   8879 sq um
Main area contributors .............................................................. sky130_fd_sc_hd__ha_1 24%, sky130_fd_sc_hd__inv_1 6.9%, sky130_fd_sc_hd__a21oi_1 6.7%
Cell Type Count .....................................................................           87

FINAL TIMING
--------------------------------------------------------------------------------------------------
Number of hold violations in the final report .......................................            0
Maximum clock frequency .............................................................   0.2843 GHz
Worst Setup Slack, final ............................................................   -0.7178 ns
Setup Viol. Count Final .............................................................           13
Clock period minus worst slack ......................................................     3.518 ns
Final count of pins violating max slew ..............................................            0
Worst clock skew .................................................................... 0.0001665 ns
Normalized max-slew margin ..........................................................       0.6379
Unrepaired setup endpoints after global routing .....................................         true
Post-layout period usage of the worst path ..........................................        1.256
Actual transition at the worst max-transition pin ...................................    0.5426 ns

CLOCKING
--------------------------------------------------------------------------------------------------
Number of H-tree branching levels ...................................................            1
Clock transition time at the flip-flop clock pins of the worst setup and hold paths .      0.05 ns
Root buffer cell .................................................................... sky130_fd_sc_hd__clkbuf_16
Cts bufs inserted ...................................................................            3
CTS sink cnt ........................................................................           15
Number of buffers on the longest clock path .........................................            2
Clock tree from TritonCTS ...........................................................         done
Insertion delay to the later sink of the worst-skew pair ............................      0.24 ns

PLACED DESIGN
--------------------------------------------------------------------------------------------------
DP Wirelength .......................................................................     23.70 mm
Pre-CTS setup slack .................................................................    -1.503 ns
Count of buffers from port buffering ................................................          117
Gpl congestion ......................................................................       0.9511

ROUTE
--------------------------------------------------------------------------------------------------
Post-DR wirelength/cell ............................................................. 14.88 microns
Average via count per standard cell .................................................        5.241
WL final ............................................................................     29.21 mm
First-pass DRT Iterations ...........................................................            6
Vias post-DR ........................................................................        10288
Antenna violation net count after detailed routing ..................................            0
N_diodes ............................................................................            0
Drc violations ......................................................................            0
Number of DRC markers in iteration 0 ................................................          463

DIE
--------------------------------------------------------------------------------------------------
Die outline area ....................................................................  22800 sq um
Cell Rows ...........................................................................           54
Die H ............................................................................... 151.0 microns
Io pins .............................................................................          119
Area inside the core boundary .......................................................  21820 sq um
Die boundary width .................................................................. 151.0 microns
Initial cell density of the core ....................................................       0.4068

GRT
--------------------------------------------------------------------------------------------------
Via count of the first global-routing pass ..........................................         9394
Initial antenna violation count .....................................................            0
Maximum number of pins on one net before global-route repair ........................           16
GRT Resource Usage Total ............................................................       0.2572
Wire length of the first global-routing pass ........................................     46.04 mm
Overflow left after global routing ..................................................            0

STATUS
--------------------------------------------------------------------------------------------------
Run status .......................................................................... finished with violations
Violations in the final reports ..................................................... setup timing

CRITICAL PATH
--------------------------------------------------------------------------------------------------
Critical path capture point type ....................................................     register
Standard cell with the maximum stage delay on the critical path ..................... sky130_fd_sc_hd__or4_4
Cell repeated most along the worst path ............................................. sky130_fd_sc_hd__and2_4
Worst endpoint data arrival time ....................................................      3.64 ns
Slowest cell delay on critical path .................................................      0.55 ns
Critical-path maximum fanout ........................................................            5
Sort of element at the start of the critical path ...................................    input pin
Required time reported for the critical path endpoint ...............................      2.92 ns
CP cell instances ................................................................... clkdlybuf4s50_1 > ha_4 > a21o_1 > a221o_1 > mux2i_1 > a31oi_1 > or4_4 > and2_4 > o2bb2a_4 > nand4_4 > and2_4 > mux2_4
Kind of critical path ............................................................... input pin to register

JOB
--------------------------------------------------------------------------------------------------
Number of violations of the max-capacitance limit ...................................            0
Tool Warnings .......................................................................          116

POWER
--------------------------------------------------------------------------------------------------
Cell Pwr Density .................................................................... 230.9 nW/um^2
Peak supply drop ....................................................................    0.1813 mV
Leakage component of the power ......................................................  0.006780 uW
Pwr Total ...........................................................................      3339 uW

WORST HOLD PATH
--------------------------------------------------------------------------------------------------
Hold Crit Class ..................................................................... register to register

worst max-delay path, delay by kind of cell:
kind            cells  cell delay, ns
compound gates      4            0.86
mux                 2            0.46
fa+ha+maj           1            0.24
buf+inv             1            0.54
simple gates        4            0.98
sequential cells by signal, summed over array words and instances (netlist names):
| name | count |
|---|---|
| clyde_eaten | 1 |
| eaten_score | 8 |
| blinky_eaten | 1 |
| life | 2 |
| eaten | 1 |
| inky_eaten | 1 |
| pinky_eaten | 1 |
layout make-up:
cell class,instances,area [sq um],share of cell area
clock buffer,4,78.83,0.005452
inverter,163,646.9,0.04474
multi-input combinational,999,8869,0.6134
sequential,15,376.6,0.02605
tap,280,350.3,0.02423
timing repair buffer,502,4136,0.2861
synthesized netlist by cell type, types with 4 or more instances:
library cell and number:
sky130_fd_sc_hd__a211o_1 4, sky130_fd_sc_hd__nor3_1 28, sky130_fd_sc_hd__nand3b_1 10, sky130_fd_sc_hd__o2111ai_1 7, sky130_fd_sc_hd__mux2_2 5, sky130_fd_sc_hd__nand4b_1 6, sky130_fd_sc_hd__a211oi_1 21, sky130_fd_sc_hd__o221ai_1 8
sky130_fd_sc_hd__o21bai_1 17, sky130_fd_sc_hd__nand2b_1 16, sky130_fd_sc_hd__dfrtp_1 14, sky130_fd_sc_hd__o21a_1 16, sky130_fd_sc_hd__a21boi_0 4, sky130_fd_sc_hd__nor2_1 64, sky130_fd_sc_hd__a22oi_1 4, sky130_fd_sc_hd__a2bb2oi_1 4
sky130_fd_sc_hd__o41ai_1 5, sky130_fd_sc_hd__xnor2_1 50, sky130_fd_sc_hd__clkbuf_1 30, sky130_fd_sc_hd__a21oi_1 118, sky130_fd_sc_hd__mux2i_1 12, sky130_fd_sc_hd__nor3b_1 7, sky130_fd_sc_hd__inv_1 163, sky130_fd_sc_hd__xor2_1 25
sky130_fd_sc_hd__a21o_1 27, sky130_fd_sc_hd__buf_2 19, sky130_fd_sc_hd__o211ai_1 13, sky130_fd_sc_hd__ha_1 169, sky130_fd_sc_hd__nor2b_1 28, sky130_fd_sc_hd__fa_1 16, sky130_fd_sc_hd__nand2_1 61, sky130_fd_sc_hd__nand4_1 11
sky130_fd_sc_hd__o21ai_0 75, sky130_fd_sc_hd__nor4_1 9, sky130_fd_sc_hd__and3_1 10, sky130_fd_sc_hd__nand3_1 29, sky130_fd_sc_hd__o22ai_1 13, sky130_fd_sc_hd__a2111oi_0 5, sky130_fd_sc_hd__or3_1 4, sky130_fd_sc_hd__o31ai_1 5
sky130_fd_sc_hd__a31oi_1 21, sky130_fd_sc_hd__or2_2 4
cell families after synthesis:
logic type	count (synthesis)	synth area share
multiplexers	18	0.02114
adder cells (fa/ha/maj)	185	0.2742
flip-flops	15	0.04242
AND/OR/NAND/NOR	304	0.1805
XOR/XNOR	75	0.07399
AND-OR/OR-AND	416	0.3082
other	1	0.0004224
buffers and inverters	220	0.09907
worst paths after layout:
check                          startpoint             end  slack, ns  cells after the start
setup / recovery                clydeY[3]  eaten_score[2]      -0.72                     12
hold reg to reg            eaten_score[8]  eaten_score[8]       0.46                      1
max in group asynchronous           Reset         life[1]       1.75                      2
setup reg to reg           eaten_score[1]  eaten_score[7]       1.62                      3
min in group asynchronous           Reset      inky_eaten       0.68                      2
hold / removal             eaten_score[8]  eaten_score[8]       0.46                      1
timing repair:
item                                    4_1_cts  5_1_grt
hold buffers                                  0        0
endpoints found under the setup margin       13       13
hold endpoints to repair                      0        0
setup buffers                                29        9
resized                                     255       86
pin swaps                                    85       62
power breakdown:
group | switching (uW) | total (uW) | internal, uW
Clock | 81.4 | 274 | 192
Combinational | 1360 | 2830 | 1470
Sequential | 10.1 | 236 | 226
through the flow:
step | hold WS, ns | util | cells | setup TNS [ns] | cell area (sq um)
floorplan | 0.4244 | - | 1234 | -6.348 | 9039
global placement | 0.4601 | 0.5928 | 1923 | -17.28 | 12940
detailed placement | 0.4709 | 0.5928 | 1923 | -17.87 | 12940
CTS | 0.4747 | 0.6426 | 1956 | -8.035 | 14020
global route | 0.4901 | 0.6625 | 1963 | -9.175 | 14460
finish | 0.4596 | 0.6625 | 1963 | -7.691 | 14460
metal layers:
metal / track usage / up-vias / part of all wire
met5: 0 / - / 0
met4: 0.03250 / 0 / 0.016
met3: 0.01167 / 20 / 0.046
met2: 0.4220 / 235 / 0.45
met1: 0.3842 / 4716 / 0.48
li1: - / 5317 / -
Power is estimated from default activity; no workload was simulated.
