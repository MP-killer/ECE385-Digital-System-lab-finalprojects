===== ./design.v =====
module pacdot (
					input Reset, frame_clk,
					input [9:0]  BallX, BallY,
					input [9:0]  DrawX, DrawY,
					output mushroom_on,
					output pacdot_on,
					output [8:0] score,
					output eat_mushroom
);
logic [39:0] dots [30];
logic [3:0] dot_X_In, dot_Y_In;
logic [4:0] dot_addr_Y;
logic [5:0] dot_addr_X;
logic [8:0] score_logic;
always_ff @ (posedge Reset or posedge frame_clk)
begin
	if(Reset)
	begin
		  score_logic <= 0;
	     dots[0]  <=40'b1111111111111111111111111111111111111111;  
		  dots[1]  <=40'b1111111111111111111111111111111111111111;  
        dots[2]  <=40'b1111111000000000000110000000000001111111;  
        dots[3]  <=40'b1111111011110111110110111110111101111111;  
        dots[4]  <=40'b1111111011110111110110111110111101111111;  
        dots[5]  <=40'b1111111000000000000000000000000001111111;  
        dots[6]  <=40'b1111111011110110111111110110111101111111;  
        dots[7]  <=40'b1111111000000110000110000110000001111111;  
        dots[8]  <=40'b1111111111110111110110111110111111111111;  
        dots[9]  <=40'b1111111111110111110110111110111111111111;  
		  dots[10] <=40'b1111111111110110000000000110111111111111;  
		  dots[11] <=40'b1111111111110110111111110110111111111111;  
        dots[12] <=40'b1111111111110110111111110110111111111111;  
        dots[13] <=40'b1111111000000000111111110000000001111111;  
        dots[14] <=40'b1111111111110110111111110110111111111111;  
        dots[15] <=40'b1111111111110110111111110110111111111111;  
        dots[16] <=40'b1111111111110110000100000110111111111111;  
        dots[17] <=40'b1111111111110110111111110110111111111111;  
        dots[18] <=40'b1111111111110110111111110110111111111111;  
        dots[19] <=40'b1111111000000000000110000000000001111111;  
		  dots[20] <=40'b1111111011110111110110111110111101111111;  
		  dots[21] <=40'b1111111000110000000000000000110001111111;  
        dots[22] <=40'b1111111110110110111111110110110111111111;  
        dots[23] <=40'b1111111110110110111111110110110111111111;  
        dots[24] <=40'b1111111000000110000110000110000001111111;  
        dots[25] <=40'b1111111011111111110110111111111101111111;  
        dots[26] <=40'b1111111011111111110110111111111101111111;  
        dots[27] <=40'b1111111000000000000000000000000001111111;  
        dots[28] <=40'b1111111111111111111111111111111111111111;  
        dots[29] <=40'b1111111111111111111111111111111111111111;  
	end
    else if (BallX[3:0] == 0 && BallY[3:0] == 0)
    begin 
        if(dots[BallY[9:4]][BallX[9:4]] == 0)
		  begin
				 if (BallY[8:4] == 2 && BallX[9:4] == 7)
					eat_mushroom <= 1;
				 else if (BallY[8:4] == 2 && BallX[9:4] == 32)
					eat_mushroom <= 1;
				 else if (BallY[8:4] == 27 && BallX[9:4] == 7)
					eat_mushroom <= 1;
				 else if (BallY[8:4] == 27 && BallX[9:4] == 32)
					eat_mushroom <= 1;
				 else
					eat_mushroom <= 0;
             dots[BallY[9:4]][BallX[9:4]] = 1;
				 score_logic++;
		  end
    end 
end
always_comb 
begin
	 score = score_logic;
    dot_X_In = DrawX[3:0];
    dot_Y_In = DrawY[3:0];
    dot_addr_Y = DrawY [8:4];
    dot_addr_X = DrawX [9:4];
    if(dot_X_In <= 9 && dot_X_In >=6 && dot_Y_In <= 9 && dot_Y_In >=6) 
        pacdot_on = dots[dot_addr_Y][dot_addr_X];
    else 
        pacdot_on = 1;
	 if(dot_addr_Y == 2 && dot_addr_X == 7 && pacdot_on == 0) 
		mushroom_on = 1;
	 else if(dot_addr_Y == 2 && dot_addr_X == 32 && pacdot_on == 0) 
		mushroom_on = 1;
	 else if(dot_addr_Y == 27 && dot_addr_X == 7 && pacdot_on == 0) 
		mushroom_on = 1;
	 else if(dot_addr_Y == 27 && dot_addr_X == 32 && pacdot_on == 0) 
		mushroom_on = 1;
	 else 
	 	mushroom_on = 0;
end
endmodule 

===== ./run.sh =====
#!/bin/bash
# OpenROAD 26Q1-2900-gdf79404cd8, Yosys 0.63+post, stock flow scripts
make -C /OpenROAD-flow-scripts/flow DESIGN_CONFIG=/design/flow/config.mk WORK_HOME=/design/flow/orfs finish

===== ./config.mk =====
export PLATFORM = sky130hd
export DESIGN_NAME = pacdot
export DESIGN_NICKNAME = pacdot
export VERILOG_FILES = /design/flow/design.v
export SDC_FILE = /design/flow/constraint.sdc
export NUM_CORES = 4
export LEC_CHECK = 1
export CORE_UTILIZATION = 30

===== ./constraint.sdc =====
current_design pacdot

set clk_period 11.9
set clk_io_pct 0.2

create_clock -name clk0 -period $clk_period [get_ports {frame_clk}]

set non_clock_inputs [all_inputs -no_clocks]
set_input_delay [expr $clk_period * $clk_io_pct] -clock clk0 $non_clock_inputs
set_output_delay [expr $clk_period * $clk_io_pct] -clock clk0 [all_outputs]

==> impl_metrics.csv <==
group,metric,value,unit
status,status,"complete, no violations",
synth,synthTopLogicFamily,"AND-OR/OR-AND gates",
synth,top_area_cell,"dfstp_2",
clock_tree,postCtsSetupRepairBufs,0,
sta,final-hold-violation-count,0,
power,pwr-share-comb,0.062,
layout,drive_above_1_share,0.306,
power,cellInternalPower,6.89,mW
grt,grt_pass1_vias,54500,
floorplanning,core,193000,µm²
synth,flop_cell,"dfstp_2",
setup_path,cp-end-kind,"output pin",
synth,common_cells,"o21bai_1, dfstp_2, a22oi_1",
clock_tree,clk_pin_slew,0.06,ns
sta,timing.fmax,89.2,MHz
grt,grt_pass1_wl,471000,µm
synth,synth_flops,1210,
synth,ys_warn_count,15,
layout,fill_cells,18700,
clock_tree,cts_buffers,139,
synth,synthAoiAreaFrac,0.318,
power,p_clk_frac,0.492,
synth,topCellsByArea,"dfstp_2, o21bai_1, dfrtp_1, a22oi_1, clkbuf_1",
sta,setup_viol,0,
setup_path,crit_fanout,19,
drt,drt_iter0_markers,8346,
floorplanning,die_w,443,µm
sta,tightestPinTransition,1.37,ns
synth,fa_ha_area_frac,0.00107,
clock_tree,cts.sinks,1210,
setup_path,crit_required,9.52,ns
clock_tree,postCtsHoldBufs,0,
drt,first_pass_iters,12,
drt,viasPerCell,7.06,
layout,regArea,31400,µm²
grt,grt_max_degree,122,
sta,finalCritPeriodShare,0.942,
grt,grt_usage,0.361,
clock_tree,cts_tree,"built",
power,p_sw,2.38,mW
synth,synth_area,58400,µm²
synth,simple_gate_share,0.0838,
hold_path,hold_class,"reg -> reg",
drt,ant_nets,0,
power,p_leak,25.3,nW
power,p_per_area,136,nW/µm²
synth,syn_inst,5295,
floorplanning,num_rows,161,
synth,synth_seq_share,0.538,
placement,gp_congestion,1.07,
placement,placedInstanceArea,63300,µm²
synth,synth_cell_types,83,
synth,xor_area_frac,0.00135,
grt,antenna_found_initial,28,
layout,design_area,68300,µm²
placement,io_buffer_count,49,
sta,period_needed,11.21,ns
synth,ys_cells,5295,
sta,rsz0062_at_grt,"false",
floorplanning,die-area,196000,µm²
synth,ys_area,58400,µm²
power,ir_drop,0.123,mV
synth,synthesis.area_per_instance,11.0,µm²
floorplanning,die_h,443,µm
sta,slew_viol_final,0,
sta,relSlewSlack,0.0841,
clock_tree,htreeDepth,4,
synth,mux_area_frac,0.0200,
clock_tree,cts-resized-gates,0,
drt,vias,56200,
synth,edf_count,1,
synth,top_cell,"o21bai_1",
power,seqPwrFrac,0.446,
setup_path,worstPathArrival,8.83,ns
setup_path,crit_path_start_kind,"input port",
clock_tree,ctsLongestPathBuffers,3,
drt,drc,0,
floorplanning,initCoreUtil,0.303,
power,switching_share,0.257,
synth,async_reset_ff_frac,0.999,
power,power,9.27,mW
synth,yosys.area.top_type_share,0.414,
layout,syn_to_final_growth,16.9,%
clock_tree,clkLatencyLatePin,0.84,ns
drt,wl_per_cell,43.7,µm
setup_path,crit_type,"in -> out",
layout,comb_area,25400,µm²
clock_tree,root_buffer,"clkbuf_16",
drt,wl,348000,µm
job,warning_count,54,
floorplanning,boundaryPins,54,
placement,hpwlAfterDp,208000,µm
grt,grt_overflow_total,0,
sta,skew,0.0462,ns
job,cap_violations,0,
[power by group through the flow]
stage	clock, mW	sequential (mW)	combinational (mW)
6_report	4.56	4.14	0.574
5_1_grt	4.72	4.13	0.558
4_1_cts	4.56	4.14	0.525
[logic make-up after synthesis]
logic type	Yosys count
AND-OR/OR-AND	2467
flip-flops	1210
buffers and inverters	561
multiplexers	103
XOR/XNOR	9
AND/OR/NAND/NOR	940
adder cells (fa/ha/maj)	5
[final timing paths]
| path | startpoint | slack (ns) | depth (start not counted) | to |
|---|---|---|---|---|
| setup / recovery | DrawY[7] | 0.69 | 18 | mushroom_on |
| hold / removal | score_logic[8]$_DFFE_PP0P_ | 0.48 | 1 | score_logic[8]$_DFFE_PP0P_ |
| setup reg to reg | dots[21][18]$_DFFE_PP0P_ | 5.61 | 13 | dots[14][23]$_DFFE_PP1P_ |
| hold reg to reg | score_logic[8]$_DFFE_PP0P_ | 0.48 | 1 | score_logic[8]$_DFFE_PP0P_ |
| max in group asynchronous | Reset | 7.39 | 5 | dots[13][14]$_DFFE_PP0P_ |
| min in group asynchronous | Reset | 1.98 | 2 | dots[13][26]$_DFFE_PP0P_ |
[stage by stage]
stage	worst slack, ns	hold WS (ns)	instances	setup TNS [ns]	util
floorplan	-8.80	0.424	5295	-3560.58	-
global placement	1.26	0.464	7655	0	0.328
detailed placement	1.32	0.474	7655	0	0.328
CTS	1.30	0.482	7912	0	0.353
global route	0.815	0.506	7922	0	0.353
finish	0.694	0.481	7959	0	0.354
[flip-flops by register name, indices dropped and copies added (netlist names)]
name and flops:
eat_mushroom 1, score_logic 9, dots 1200
[routing by layer]
layer	GRT usage	up-vias	part of all wire
li1	-	20500	-
met1	0.412	28000	0.33
met2	0.454	5667	0.38
met3	0.270	1993	0.18
met4	0.259	76	0.095
met5	0.0623	-	0.0043
[worst max-delay path, cell delays in order]
cell	delay, ns
clkdlybuf4s50_1	0.75
buf_4	0.38
or3b_2	0.61
nor2_4	0.86
buf_4	0.42
buf_4	0.38
a22oi_1	0.14
nand3_1	0.14
nor4_1	0.08
a2111oi_1	0.94
buf_4	0.28
nor4b_1	0.05
buf_4	0.20
o311a_1	0.34
nor3_1	0.18
buf_4	0.17
nor2_1	0.05
clkdlybuf4s50_1	0.42
[final cells by class]
type	instances	area share
sequential	1210	0.460
clock buffer	205	0.0609
inverter	17	0.000990
tap	2526	0.0463
clock inverter	52	0.00951
timing repair buffer	378	0.0478
antenna	47	0.00172
multi-input combinational	3524	0.372
[layout by cell type, fill, tap and decap left out, types with 18 or more instances in the layout]
master,instances
a2111oi_0,34
a21oi_1,79
a221oi_1,47
a22o_1,74
a22oi_1,815
a31oi_1,18
a32oi_1,20
and3_1,63
buf_12,27
buf_4,306
clkbuf_1,26
clkbuf_16,142
clkbuf_8,37
clkdlybuf4s50_1,40
clkinv_2,25
dfrtp_1,288
dfstp_2,921
diode_2,47
mux2_2,37
mux2i_1,58
nand2_1,223
nand2_4,28
nand3_1,100
nand4_1,144
nor2_1,76
nor2_4,45
nor3_1,57
nor4_1,54
o21ai_0,37
o21bai_1,1199
Power figures rest on the tool's default switching activity, not on a simulated workload.
